==> flow/design.v <==
`timescale 1ns / 1ps
module updown(
input [3:0]d,
input clk,rst,ld,und,
output reg [3:0]q
    );
always@(posedge clk)
begin
if(rst)
q<=4'b0000;
else if(ld)
q<=d;
else if(und)
q<=q+1;
else
q<=q-1;
end
endmodule
==> flow/run.sh <==
#!/bin/bash
# OpenROAD 26Q1-2900-gdf79404cd8, Yosys 0.63+post, stock flow scripts
make -C /OpenROAD-flow-scripts/flow DESIGN_CONFIG=/design/flow/config.mk WORK_HOME=/design/flow/orfs finish
==> flow/config.mk <==
export PLATFORM = sky130hd
export DESIGN_NAME = updown
export DESIGN_NICKNAME = updown
export VERILOG_FILES = /design/flow/design.v
export SDC_FILE = /design/flow/constraint.sdc
export NUM_CORES = 4
export LEC_CHECK = 1
export CORE_AREA = 10 10 70 70
export DIE_AREA = 0 0 80 80
==> flow/constraint.sdc <==
current_design updown

set clk_period 1.6
set clk_io_pct 0.2

create_clock -name clk0 -period $clk_period [get_ports {clk}]

set non_clock_inputs [all_inputs -no_clocks]
set_input_delay [expr $clk_period * $clk_io_pct] -clock clk0 $non_clock_inputs
set_output_delay [expr $clk_period * $clk_io_pct] -clock clk0 [all_outputs]
==> results_dict.tcl <==
# yosys + openroad results
set metrics [dict create \
    cts-hold-fix-buffers 0 \
    largest_register_ffs 4 \
    max-cap-violations 0 \
    core_util_floorplan 0.07179 \
    critPathLaunchType "flop" \
    grt_antenna_before_repair 0 \
    timing_worst_slew_pin_value_ns 0.2997 \
    cts-root-to-sink-buffers 2 \
    area_leaders "sky130_fd_sc_hd__dfxtp_1 (33%), sky130_fd_sc_hd__ha_1 (10%), sky130_fd_sc_hd__fa_1 (8.2%)" \
    share_comb_of_total_power 0.290 \
    reg.largest.list "q: 4 flops" \
    min-delay-start "und" \
    outcome "completed" \
    drt_drc_violations_left 0 \
    maximum_number_of_pins_on_one_net_before_global_route_repair 8 \
    p_clk_frac 0.368 \
    critPathLaunch "q[0]" \
    final.setup.tns_ns 0 \
    synthMostInstantiatedCell "sky130_fd_sc_hd__nor2_1" \
    registers.top_by_ff_count "q" \
    layout-drive-gt1-share 0.2000 \
    yosys-stat-cells 25 \
    cts.clk_slew.worst_paths_ns 0.04 \
    pwr-share-seq 0.342 \
    yosys-stat-area_um2 245.2 \
    power_switching_share 0.2673 \
    die_width_um 80 \
    slowest_stage "sky130_fd_sc_hd__clkdlybuf4s50_1" \
    rsz_0062_raised_after_global_routing "false" \
    placed_wire_length_estimate_after_detailed_placement_um 628.2 \
    setup_slack_placement_ns -0.3304 \
    ant_nets 0 \
    vdd.ir_drop.worst_uv 301.7 \
    netlist_area_pre_place_um2 245.2 \
    timing.final.setup_violations 0 \
    clock_insertion_delay_worst_skew_ns 0.24 \
    hold_path_class "primary input to flop" \
    postSynthSeqShare 0.3265 \
    yosysUniqueCellTypes 15 \
    delay_of_the_slowest_cell_on_the_worst_path_ns 0.50 \
    routabilityCongestion 0.7388 \
    cts-buffers-inserted 3 \
    ys.flop_type "sky130_fd_sc_hd__dfxtp_1" \
    clock_sink_count 4 \
    warnings 25 \
    final_critical_path_setup_slack_ns 0.1564 \
    dr.first_iter.drc_count 6 \
    clock_tree.htree_level_count 1 \
    ys.flops 4 \
    hold_path_depth 4 \
    drtPass1Iterations 3 \
    cp_data_arrival_time_ns 1.12 \
    fin_hold_ws_ns 0.5560 \
    common_cells "sky130_fd_sc_hd__nor2_1 (5), sky130_fd_sc_hd__dfxtp_1 (4), sky130_fd_sc_hd__a21oi_1 (2), sky130_fd_sc_hd__ha_1 (2), sky130_fd_sc_hd__mux2i_1 (2)" \
    layout_worst_path_cycle_share 0.9023 \
    total_die_size_um2 6400 \
    tritoncts_clock_tree "done" \
    end_kind "output port" \
    diode_count 0 \
    syn-mean-instance-area_um2 9.809 \
    cpLargestDelayFamily "buffers and inverters" \
    total_power_uw 357.9 \
    routed-via-count 236 \
    setup_repair_bufs_after_cts 0 \
    power_report.internal_total_uw 262.2 \
    first_global_vias 271 \
    leading_area_contributor_after_synthesis "sky130_fd_sc_hd__dfxtp_1" \
    layout_min_cycle_time_ns 1.444 \
    floorplan.io_pins 12 \
    drt-vias-per-instance 2.744 \
    timing_max_transition_violations_final 0 \
    clock-skew-final_ns 0.005626 \
    post_synthesis_cells 25 \
    route.detailed.wl_per_inst_um 8.953 \
    pwr_density_cell_nw_per_um2 788.0 \
    async_flop_share 0 \
    timing.max_slew.rel_slack 0.7996 \
    timing.critical_path.depth 1 \
    grt.overflow.total 0 \
    switchingPower_uw 95.64 \
    routed_wirelength_um 770 \
    grt_pass1_wl_mm 1.242 \
    globalRouteTotalUtil 0.02525 \
    fp.dieH_um 80 \
    clock_tree.root_cell "sky130_fd_sc_hd__clkbuf_4" \
    buffers_added_on_ports 11 \
    timing.critical_path.cells "clkdlybuf4s50_1" \
    ys.warnings.count 1 \
    p_leak_uw 0.0001793 \
    yosys.area.top_type_share 0.3265 \
    timing.critical_path.required_ns 1.28 \
    maximum_clock_frequency_mhz 692.7 \
    floorplan.core_area_um2 3416 \
    reg2reg_from "q[2]" \
    worstSetupPathType "flop to output port" \
    flow.area_growth_from_synthesis_pct 85.20 \
    postLayoutCoreUtil 0.1330 \
    worst_reg_to_reg_cells 4 \
    crit_path_max_fanout 4 \
    rows 21 \
    synth-edff-count 0 \
    worstPathBufferInverterCount 1 \
    final_hold_viol_count 0 \
]
[metrics by stage]
stage          std cells  cell area [um2]
5_1_grt               86            454.2
2_1_floorplan         25            245.2
3_3_place_gp          83            416.7
6_report              86            454.2
4_1_cts               86            451.7
3_5_place_dp          83            416.7
[area by class of cell]
class | count | area (um2)
Multi-Input combinational cell | 19 | 162.7
Timing Repair Buffer | 13 | 127.6
Tap cell | 46 | 57.56
Fill cell | 401 | 2962
Sequential cell | 4 | 80.08
Clock buffer | 3 | 22.52
Inverter | 1 | 3.754
[cells by family after synthesis]
group | Yosys count | share of synthesized area
AND/OR/NAND/NOR | 8 | 0.1377
XOR/XNOR | 2 | 0.07144
buffers and inverters | 2 | 0.06121
multiplexers | 2 | 0.08164
flip-flops | 4 | 0.3265
adder cells (fa/ha/maj) | 3 | 0.1837
AND-OR/OR-AND | 4 | 0.1377
[power groups by stage]
stage	logic [uW]	clock network, uW	registers, uW
6_report	104	132	122
5_1_grt	117	160	123
4_1_cts	106	136	123
[per-layer routing]
layer	vias up	part of all wire	GRT usage
li1	118	-	-
met1	109	0.40	0.02661
met2	9	0.47	0.03612
met3	0	0.14	0.02500
met4	0	0	0.003521
met5	-	0	0
[cell usage in the layout (no fill, tap or decap)]
cell type	synthesis	layout
sky130_fd_sc_hd__ha_1	2	1
sky130_fd_sc_hd__nand4_1	1	1
sky130_fd_sc_hd__dlymetal6s2s_1	0	1
sky130_fd_sc_hd__a2111o_1	1	1
sky130_fd_sc_hd__o211ai_2	1	1
sky130_fd_sc_hd__dfxtp_1	4	4
sky130_fd_sc_hd__a21oi_1	2	2
sky130_fd_sc_hd__nor2_1	5	5
sky130_fd_sc_hd__nand2_1	1	1
sky130_fd_sc_hd__fa_1	1	1
sky130_fd_sc_hd__ha_4	0	1
sky130_fd_sc_hd__xnor2_1	1	1
sky130_fd_sc_hd__buf_4	0	2
sky130_fd_sc_hd__mux2i_1	2	2
sky130_fd_sc_hd__clkbuf_4	0	3
sky130_fd_sc_hd__xor2_1	1	1
sky130_fd_sc_hd__clkdlybuf4s50_1	0	10
sky130_fd_sc_hd__nand3_1	1	1
sky130_fd_sc_hd__inv_2	0	1
[repair_timing]
action / CTS / global route
pin swaps: 0 / 0
gates resized: 2 / 1
endpoints found under the setup margin: 2 / 1
[worst paths after layout]
kind / end / slack (ns)
setup / recovery: q[0] / 0.16
hold / removal: q[3] / 0.56
setup reg to reg: q[3] / 0.34
hold reg to reg: q[0] / 0.59
Power is estimated from default activity; no workload was simulated.
