File: flow/run.sh
#!/bin/bash
# OpenROAD 26Q1-2900-gdf79404cd8, Yosys 0.63+post, stock flow scripts
make -C /OpenROAD-flow-scripts/flow DESIGN_CONFIG=/design/flow/config.mk WORK_HOME=/design/flow/orfs finish
File: flow/config.mk
export PLATFORM = sky130hd
export DESIGN_NAME = fulladdsub
export DESIGN_NICKNAME = fulladdsub
export VERILOG_FILES = /design/flow/design.v
export SDC_FILE = /design/flow/constraint.sdc
export NUM_CORES = 4
export LEC_CHECK = 1
export CORE_AREA = 10 10 70 70
export DIE_AREA = 0 0 80 80
File: flow/constraint.sdc
current_design fulladdsub

set clk_period 4.7
set clk_io_pct 0.2

create_clock -name clk0 -period $clk_period

set non_clock_inputs [all_inputs -no_clocks]
set_input_delay [expr $clk_period * $clk_io_pct] -clock clk0 $non_clock_inputs
set_output_delay [expr $clk_period * $clk_io_pct] -clock clk0 [all_outputs]
File: flow/design.v
`timescale 1ns / 1ps
module fulladd(
input a,
input b,
input cin,
output s,
output cout
    );
wire x,y,z;
half_adderstru inst1(a,b,x,y);
half_adderstru inst2(x,cin,s,z);
or inst3(cout,y,z);
endmodule
`timescale 1ns / 1ps
module fulladdsub(
input a1,
input a2,
input a3,
input a4,
input m,
input b1,
input b2,
input b3,
input b4,
output s0,
output s1,
output s2,
output s3,
output bor
);
wire c0,c1,c2 ;
wire p,q,r,s ;
xor in1(p,b1,m);
xor in2(q,b2,m);
xor in3(r,b3,m);
xor in4(s,b4,m);
fulladd inst1(a1,p,m,s0,c0);
fulladd inst2(a2,q,c0,s1,c1);
fulladd inst3(a3,r,c1,s2,c2);
fulladd inst4(a4,s,c2,s3,bor);
endmodule
`timescale 1ns / 1ps
module half_adderstru(
input a,
input b,
output s,
output c
    );
xor int1(s,a,b);
and int2(c,a,b);
endmodule
==> ci_impl_report.md <==
### Metrics collected by this job

| Metric | Value |
|---|---|
| FMAX | `234 MHz` |
| Setup Fix Bufs, Post-CTS | `0` |
| Final Cycle Share | `91.0%` |
| Yosys stat cell total | `13` |
| Worst slew margin | `84.8%` |
| DRC viols | `0` |
| Hold-fix buffers, CTS | `0` |
| Gr ovfl total | `0` |
| Tmin final | `4.28 ns` |
| Vias in the first global route | `118` |
| DR WL/cell | `7.16 µm` |
| Avg Inst Size Synth | `9.53 µm²` |
| CP max-delay cell | `clkdlybuf4s50_1` |
| DRT iter0 DRCs | `1` |
| Crit Path Class | `in -> out` |
| GP Congestion | `0.735` |
| Final setup TNS | `0 ns` |
| Mapped Area | `124 µm²` |
| Die x size | `80 µm` |
| Log Warnings | `32` |
| CP Capture Type | `output pin` |
| Count of different cell masters after synthesis | `5` |
| Worst-case hold slack | `2.85 ns` |
| First-pass GRT wire length | `786 µm` |
| CP Launch Type | `input port` |
| Critical path's most frequent cell | `fa_1` |
| Slew of the pin with the lowest slew margin | `0.227 ns` |
| Arrival time worst endpoint | `3.34 ns` |
| Slowest stage delay, CP | `0.59 ns` |
| Share of layout cells above drive strength 1 | `0%` |
| CP Data Required Time | `3.76 ns` |
| Outcome | `finished, final reports clean` |
| IO Pins | `14` |
| Critical path peak fanout | `4` |
| Final setup fails | `0` |
| Cell row count | `21` |
| Flop area | `0 µm²` |
| Port Buf Inserts | `14` |
| Routed vias/inst | `1.60` |
| Die H | `80 µm` |
| RSZ-0062 raised after global routing | `no` |
| # Max-Cap Violations | `0` |
| Worst vdd ir | `0.0158 mV` |
| Final Hold Vio Count | `0` |
| Via count | `117` |
| Leakage | `0.122 nW` |
| Yosys warns | `0` |
| Area Growth Syn to Fin | `160%` |
| FP Core Util | `3.63%` |
| Final Slew Violations | `0` |
| Number of clock-tree buffers in the layout | `0` |
| Hold path startpoint | `a1` |
| Post-Route WL | `523 µm` |
| Seq share, synth | `0%` |
| Post-cts sizing count | `0` |
| Min-Delay Path Class | `in -> out` |
| Number of antenna diodes | `0` |
| Pin count of the biggest net entering global routing | `5` |
| Initial antenna violation count | `0` |
| PwrDens | `118 mW/mm²` |
| Seq cells | `0` |
| Chip area in the Yosys report | `124 µm²` |
| Total GRT Usage | `1.62%` |
| Final ANT Viol Nets | `0` |
| Hold Path Depth | `3` |
| Die area | `0.00640 mm²` |
| TritonRoute pass-1 iters | `2` |
| Syn Inst Count | `13` |
| Hold path endpoint | `s0` |
| Core footprint | `0.00342 mm²` |
| Crit-path cells | `clkdlybuf4s50_1 > xnor2_1 > fa_1 > fa_1 > inv_1 > fa_1 > clkdlybuf4s50_1` |
[metrics by stage]
step                worst slack (ns)  utilization [%]  std cells  power [mW]  area [µm²]
global placement               0.449             9.41         73      0.0386         322
CTS                            0.401             9.41         73      0.0390         322
global route                   0.303             9.41         73      0.0435         322
detailed placement             0.401             9.41         73      0.0389         322
finish                         0.424             9.41         73      0.0378         322
floorplan                       1.51                -         13     0.00864         124
[cells in the mapped netlist]
cell type	instances	area (µm²)
fa_1	3	60.1
inv_1	5	18.8
mux2i_1	1	10.0
xnor2_1	2	17.5
xor2_1	2	17.5
[layout make-up]
type	count	area, µm²
fillers	405	3090
multi-input cells	8	105
repair buffers	14	140
well taps	46	57.6
inverters	5	18.8
[placed cells by master (no fill, tap or decap)]
master,n
mux2i_1,1
fa_1,3
xor2_1,2
inv_1,5
clkdlybuf4s50_1,14
xnor2_1,2
[logic make-up (layout without fill, tap and decap cells)]
family                   count (synthesis)  in the layout  synth area share, %
buffers and inverters                    5             19                 15.2
XOR/XNOR                                 4              4                 28.3
adder cells (fa/ha/maj)                  3              3                 48.5
multiplexers                             1              1                 8.08
[per-layer routing]
metal / up-vias / wire, µm / GRT usage, %
met2: 11 / 146 / 1.61
met3: 0 / 117 / 1.48
li1: 63 / - / -
met1: 43 / 258 / 2.46
met5: - / 0 / 0
met4: 0 / 0 / 0
[critical path, delay by kind of cell]
kind | cells | cell delay (ns)
adder cells (fa/ha/maj) | 3 | 1.17
XOR/XNOR | 1 | 0.13
buffers and inverters | 3 | 1.09
[worst max-delay path by stage]
stage | start | endpoint | slack (ns) | cells past startpoint
6_report | m | s3 | 0.42 | 7
5_1_grt | m | s3 | 0.30 | 7
4_1_cts | m | s3 | 0.40 | 7
[where the power goes]
| group | internal (mW) | switching [mW] | leakage, nW |
|---|---|---|---|
| registers | 0 | 0 | 0 |
| logic | 0.0268 | 0.0110 | 0.122 |
| clock network | 0 | 0 | 0 |
Power is estimated from default activity; no workload was simulated.
