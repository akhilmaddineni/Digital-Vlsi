**config.mk**
```make
export PLATFORM = sky130hd
export DESIGN_NAME = fulladd4bit
export DESIGN_NICKNAME = fulladd4bit
export VERILOG_FILES = /design/flow/design.v
export SDC_FILE = /design/flow/constraint.sdc
export NUM_CORES = 4
export LEC_CHECK = 1
export CORE_AREA = 10 10 70 70
export DIE_AREA = 0 0 80 80
```
**constraint.sdc**
```tcl
current_design fulladd4bit

set clk_period 3.0
set clk_io_pct 0.2

create_clock -name clk0 -period $clk_period

set non_clock_inputs [all_inputs -no_clocks]
set_input_delay [expr $clk_period * $clk_io_pct] -clock clk0 $non_clock_inputs
set_output_delay [expr $clk_period * $clk_io_pct] -clock clk0 [all_outputs]
```
**design.v**
```verilog
`timescale 1ns / 1ps
module fulladd(
input a,
input b,
input cin,
output s,
output cout
    );
wire x,y,z;
half_adderstru inst1(a,b,x,y);
half_adderstru inst2(x,cin,s,z);
or inst3(cout,y,z);
endmodule
`timescale 1ns / 1ps
module fulladd4bit(
input a1,
input a2,
input a3,
input a4,
input b1,
input b2,
input b3,
input b4,
input cin,
output s1,
output s2,
output s3,
output s4,
output c3
    );
wire c0,c1,c2;
fulladd inst1(a1,b1,cin,s1,c0);
fulladd inst2(a2,b2,c0,s2,c1);
fulladd inst3(a3,b3,c1,s3,c2);
fulladd inst4(a4,b4,c2,s4,c3);
endmodule
`timescale 1ns / 1ps
module half_adderstru(
input a,
input b,
output s,
output c
    );
xor int1(s,a,b);
and int2(c,a,b);
endmodule
```
**run.sh**
```bash
#!/bin/bash
# OpenROAD 26Q1-2900-gdf79404cd8, Yosys 0.63+post, stock flow scripts
make -C /OpenROAD-flow-scripts/flow DESIGN_CONFIG=/design/flow/config.mk WORK_HOME=/design/flow/orfs finish
```
==> flow_metrics.env <==
# source this file to load flow results
export IMPL_outcome="completed"
export IMPL_grt_first_pass_wirelength_um=641
export IMPL_drt_iter0_markers=0
export IMPL_worst_slew_margin_rel_pct=93.4
export IMPL_grt_pass1_vias=128
export IMPL_synthToLayoutAreaGrowth_pct=156
export IMPL_period_needed_ns=2.89
export IMPL_power_switching_fraction_pct=34.3
export IMPL_p_int_mw=0.0276
export IMPL_n_sequential_cell=0
export IMPL_drt_pass1_iterations=1
export IMPL_core_area_um2=3420
export IMPL_num_antenna_cells=0
export IMPL_cts_hold_buf=0
export IMPL_combPwrFrac_pct=100.0
export IMPL_endpoint_kind="output pin"
export IMPL_drt_wirelength_per_cell_um=5.97
export IMPL_wl_met1_um=202
export IMPL_fp_utilization_pct=3.44
export IMPL_ys_warnings_count=0
export IMPL_p_clk_share_pct=0
export IMPL_critPathKind="in2out"
export IMPL_route_final_wire_length_um=442
export IMPL_grt_util_all_layers_pct=1.30
export IMPL_route_antenna_remaining_nets=0
export IMPL_io_pins=14
export IMPL_grt_setup_unrepaired="no"
export IMPL_cell_area_power_density_nw_per_um2=139
export IMPL_drc=0
export IMPL_power_static_leakage_nw=0.143
export IMPL_die_width_um=80
export IMPL_yosysSeqAreaShare_pct=0
export IMPL_dp_worst_setup_slack_ns=-0.713
export IMPL_grt_ovfl_total=0
export IMPL_top_layer_used="met3"
export IMPL_final_core_utilization_pct=8.83
export IMPL_syn_cell_area_um2=118
export IMPL_cp_endpoint="s4"
export IMPL_final_layout_size_suffix_gt1_share_pct=42.9
export IMPL_average_size_of_a_mapped_cell_um2=8.40
export IMPL_share_seq_of_total_power_pct=0
export IMPL_start_kind="input port"
export IMPL_port_buffers=14
export IMPL_rows=21
export IMPL_stage_log_warnings=32
export IMPL_setup_viol_count_final=0
export IMPL_yosys_stat_chipArea_um2=118
export IMPL_worst_hold_path_type="in2out"
export IMPL_floorplan_die_area_um2=6400
export IMPL_vdd_ir_drop_max_mv=0.0385
export IMPL_final_weighted_congestion_of_routability_driven_global_placement=0.801
export IMPL_timing_hold_violations_final=0
export IMPL_met2RoutedLength_um=147
export IMPL_fin_ws_ns=0.114
export IMPL_maxClockFrequency_mhz=346
export IMPL_ff_latch_area_um2=0
export IMPL_period_used_pct=96.2
export IMPL_die_h_um=80
export IMPL_nClkBuffers=0
export IMPL_final_max_slew_viol_count=0
export IMPL_crit_path_max_fanout=1
export IMPL_number_of_max_capacitance_violations_reported=0
export IMPL_critical_path_arrival_ns=2.29
export IMPL_grt_max_degree=2
export IMPL_hpwl_after_dpl_um=439
export IMPL_final_instance_count_without_filler_cells=74
export IMPL_synth_cells=14
export IMPL_worstSetupStartpoint="b1"
export IMPL_initial_antenna_violation_count=0
export IMPL_vias_per_cell=1.74
export IMPL_power_switching_mw=0.0144
export IMPL_synth_cells_yosys=14
export IMPL_yosys_cell_types_count=2
export IMPL_worstPathRequired_ns=2.40
export IMPL_route_met3_wl_um=91
export IMPL_vias=129
export IMPL_tightest_slew_ns=0.0994
export IMPL_post_place_cells=74
[synthesized netlist by cell type]
master,count,share of area (%)
sky130_fd_sc_hd__inv_1,10,32
sky130_fd_sc_hd__fa_1,4,68
[per-stage QoR]
step	hold slack (ns)	total power [mW]	TNS (ns)	area, um2
final	1.95	0.0421	0	302
after global routing	2.01	0.0491	0	302
after CTS	1.96	0.0448	0	299
after detailed placement	2.27	0.0500	-1.59	315
after global placement	2.24	0.0483	-1.45	315
after floorplan	1.31	0.00872	0	118
[worst min-delay path by stage]
stage         startpoint  to  slack, ns  depth (start not counted)
finish                b4  s4       1.95                          5
global route          a1  s1       2.01                          5
CTS                   b4  s4       1.96                          5
[cells by family after synthesis]
group,Yosys count,synth area share [%]
fa+ha+maj,4,68.1
buf+inv,10,31.9
[placed cells by master, fill, tap and decap left out, drive strengths merged]
cell           Yosys  layout
buf                0       4
clkdlybuf4s50      0       6
dlygate4sd2        0       3
dlymetal6s2s       0       1
fa                 4       4
inv               10      10
[layer usage]
layer	GRT usage, %	vias up
met4	0	0
met1	1.74	56
met3	0.909	0
met5	0	-
li1	-	60
met2	1.77	13
[critical path: stages]
cell                    delay (ns)
sky130_fd_sc_hd__buf_2        0.10
sky130_fd_sc_hd__inv_2        0.05
sky130_fd_sc_hd__fa_2         0.20
sky130_fd_sc_hd__inv_2        0.04
sky130_fd_sc_hd__fa_2         0.34
sky130_fd_sc_hd__fa_2         0.34
sky130_fd_sc_hd__inv_2        0.06
sky130_fd_sc_hd__fa_1         0.40
sky130_fd_sc_hd__inv_1        0.06
sky130_fd_sc_hd__buf_2        0.09
[layout make-up]
| cell class | count | area, um2 |
|---|---|---|
| timing repair buffer | 14 | 119 |
| multi-input combinational | 4 | 87.6 |
| fill | 404 | 3110 |
| inverter | 10 | 37.5 |
| tap | 46 | 57.6 |
[power by group through the flow]
stage | Sequential, mW | Clock, mW | Combinational (mW)
after global routing | 0 | 0 | 0.0491
after CTS | 0 | 0 | 0.0448
final | 0 | 0 | 0.0421
[what timing repair did]
item	CTS	global route
setup endpoints to repair	4	1
setup buffers	0	0
cloned	0	0
pin swaps	4	3
resized	23	2
Power is estimated from default activity; no workload was simulated.
